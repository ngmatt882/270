==> /design/flow/design.v <==
module Abs(a, r, ovf);
    input [3:0] a;
    output ovf;
    output [3:0] r;
    wire [3:0] inv;
    wire [3:0] b;
    assign inv[3] = 0;
    assign inv[2] = 0;
    assign inv[1] = 0;
    assign inv[0] = a[3];
    assign b = a[3] ? ~a : a;
    AddSub4Co FA(b, inv, 0, r, ovf);
endmodule
module AddSub4Co(a,b,co,r,ovf);
    input [3:0] a,b;
    input co;
    output [3:0] r;
    output ovf;
    wire [3:0] cb;
    wire cout1, cout2, cout3, cout4;
    assign cb = co ? ~b : b;
    FA f1(a[0],cb[0],co,cout1,r[0]);
    FA f2(a[1],cb[1],cout1,cout2,r[1]);
    FA f3(a[2],cb[2],cout2,cout3,r[2]);
    FA f4(a[3],cb[3],cout3,cout4,r[3]);
    assign ovf = cout3 ^ cout4;
endmodule
module Calculator(KEY, SW, HEX0, HEX2, HEX3, HEX4, HEX5, HEX6,HEX7);
    input [2:0] KEY;
    input [7:0] SW;
    output [6:0] HEX0, HEX2, HEX3, HEX4, HEX5, HEX6, HEX7;
    wire [3:0] a, b;
    wire [3:0] result, sumR, absR;
    wire resultovf, absovf;
    assign b = KEY[2] ? SW [7:4] : SW [3:0];
    assign a = KEY[2] ? SW [3:0] : SW [7:4];
    AddSub4Co AS(a,b,KEY[0], sumR, resultovf);
    Abs AB(b, absR, absovf);
    assign HEX0 = KEY[1] ? (absovf ? 7'b0000110 : 7'b1111111) : (resultovf ? 7'b0000110 : 7'b1111111);
    assign result = KEY[1] ? absR : sumR;
    Lookup LU1(result, HEX3, HEX2);
    Lookup LU2(SW [7:4], HEX7, HEX6);
    Lookup LU3(SW [3:0], HEX5, HEX4);
endmodule
module FA(a,b,cin,cout,s);
    input a,b,cin;
    output cout,s;
    assign s = a ^ b ^ cin;
	assign cout = a & b | cin & (a ^ b);
endmodule
module Lookup(in, l, r);
    input [3:0] in;
    output [6:0] l, r;
    reg [6:0] Out[0:15];
    wire [3:0] conv;
    wire ovf;
    Abs AS(in, conv, ovf);
    initial
    begin
        Out[0] = 7'b1000000;
        Out[1] = 7'b1111001;
        Out[2] = 7'b0100100;
        Out[3] = 7'b0110000;
        Out[4] = 7'b0011001;
        Out[5] = 7'b0010010;
        Out[6] = 7'b0000010;
        Out[7] = 7'b1111000;
        Out[8] = 7'b0000000;  
        Out[9] = 7'b0010000;  
    end
    assign r = Out[conv];
    assign l = in[3] ? 7'b0111111 : 7'b1111111;
endmodule
==> /design/flow/run.sh <==
#!/bin/bash
# OpenROAD 26Q1-2900-gdf79404cd8, Yosys 0.63+post, stock flow scripts
make -C /OpenROAD-flow-scripts/flow DESIGN_CONFIG=/design/flow/config.mk WORK_HOME=/design/flow/orfs finish
==> /design/flow/config.mk <==
export PLATFORM = sky130hd
export DESIGN_NAME = Calculator
export DESIGN_NICKNAME = Calculator
export VERILOG_FILES = /design/flow/design.v
export SDC_FILE = /design/flow/constraint.sdc
export NUM_CORES = 4
export LEC_CHECK = 1
export CORE_AREA = 10 10 70 70
export DIE_AREA = 0 0 80 80
==> /design/flow/constraint.sdc <==
current_design Calculator

set clk_period 5.9
set clk_io_pct 0.2

create_clock -name clk0 -period $clk_period

set non_clock_inputs [all_inputs -no_clocks]
set_input_delay [expr $clk_period * $clk_io_pct] -clock clk0 $non_clock_inputs
set_output_delay [expr $clk_period * $clk_io_pct] -clock clk0 [all_outputs]
==> flow_summary.toml <==
# generated from flow reports
[floorplanning]
die-area_sq_mm = 0.00640
fp_util = 0.338
rows = 21
die_y_microns = 80
die_x_microns = 80
core_area_sq_mm = 0.00342
ios = 60

[synthesis]
ys_area_sq_mm = 0.00115
ys_sh_xor = 0.127
synthAdderAreaFrac = 0.236
synth_area_sq_mm = 0.00115
top_area_cell = "ha_1"
synth_stat.cells = 151
yosys.area_share.aoi = 0.124
topCombFamilyByArea = "adder cells"
ys_warn_count = 2
mux_area_frac = 0.121
synth.distinct_cells = 37
top_cell_area_share = 0.184
top_cells_by_area = "ha_1, buf_4, xor2_1, mux2i_1, fa_1"
synthSimpleGateAreaFrac = 0.164
syn_area_per_cell_sq_um = 7.65
synth_cells = 151
yosys.stat.seqShare = 0

[grt]
grt_max_degree = 10
antenna_found_initial = 0
grt_pass1_vias = 1113
gr-usage-met3 = 0.0261
grt_remaining_overflow = 0
met1_usage = 0.106
track_usage = 0.0877
busiest_layer = "met2"
grt_pass1_wl_microns = 4870
grt_use_met2 = 0.158

[timing]
rsz0062_at_grt = "no"
min_period_over_period = 0.973
setup_viol = 0
min_period_ns = 5.74
drv_slew = 0
fmax_mhz = 174
hold_violations = 0

[route]
drcViolationCount = 0
ant_nets = 0
drt_iter0_markers = 32
vias_per_cell = 4.20
vias = 1041
drt_wl_total_microns = 2850
antenna_cells_inserted = 0
drt_first_pass_iters = 4
post_drt_wl_per_cell_microns = 11.5

[final_layout]
layout-drive-gt1-share = 0.213
syn2layout_area_growth_pct = 44.3
seq_area_sq_um = 0
clock_buffers = 0
seq_cells = 0
nFillCells = 335
final_util = 0.488
final_cells = 248

[power_and_ir_drop]
leakagePower_nw = 0.823
ir_drop_mv = 0.0695
design_power_total_w = 0.000408
p_per_area_mw_per_mm2 = 245

[critical_path]
cp_cell_sequence = "dlygate4sd2_1 -> mux2_2 -> fa_2 -> inv_2 -> fa_2 -> inv_1 -> fa_1 -> mux2i_4 -> inv_2 -> ha_4 -> xor2_4 -> buf_4 -> ha_1 -> nor2_1 -> clkdlybuf4s50_1"
cp_slowest_cell = "fa_1"
crit_type = "input pin to output pin"
critPathLaunchType = "input pin"
worst-path-buf-inv = 6
cp-end-kind = "output pin"
worstPathArrival_ns = 4.56
critPathMaxFanout = 3
required_ns = 4.72
critPathTopFamily = "adder cells"
max_stage_delay_ns = 0.49

[placement]
gp_congestion = 0.881
dp_cells = 247
io_buffers = 40
dpl.hpwl_microns = 2550

[flow_run]
max_cap_violations = 0
openroad.warnings = 36

[worst_hold_path]
worstHoldPathType = "input pin to output pin"

[status]
outcome = "completed"

[clock_network]
cts-hold-fix-buffers = 0
[Yosys cell counts, types with 2 or more instances]
library cell   n
a21oi_1       11
buf_4         24
clkbuf_1       3
fa_1           3
ha_1          17
inv_1         13
mux2_2         3
mux2i_1        7
nand2_1       11
nand2b_1       7
nor2_1        11
nor2b_1        2
o21ai_0        2
or2_2          2
xnor2_1        4
xor2_1         9
xor2_2         2
[metal layers]
| layer | vias up | wire length, microns |
|---|---|---|
| li1 | 558 | - |
| met3 | 0 | 238 |
| met4 | 0 | 0 |
| met1 | 451 | 1180 |
| met2 | 32 | 1430 |
| met5 | - | 0 |
[final timing paths]
check,end,cells after the start,slack [ns],start
worst max-delay path,HEX2[1],15,0.16,SW[1]
worst min-delay path,HEX6[4],4,3.21,SW[5]
[cells by family (layout without fill, tap and decap cells)]
kind of cell | Yosys count | in the layout
adder cells (fa/ha/maj) | 20 | 20
AND-OR/OR-AND | 21 | 21
other | 1 | 20
AND/OR/NAND/NOR | 39 | 39
XOR/XNOR | 15 | 15
multiplexers | 12 | 12
buffers and inverters | 43 | 75
[placed cells by master (no fill, tap or decap), drive strengths merged, types with 2 or more instances in the layout]
| cell type | n |
|---|---|
| clkdlybuf4s50 | 31 |
| buf | 21 |
| conb | 20 |
| ha | 17 |
| inv | 14 |
| nor2 | 11 |
| nand2 | 11 |
| a21oi | 11 |
| xor2 | 11 |
| mux2i | 9 |
| nand2b | 7 |
| dlygate4sd2 | 7 |
| xnor2 | 4 |
| mux2 | 3 |
| fa | 3 |
| or2 | 2 |
| nor2b | 2 |
| o21ai | 2 |
[report_power, final]
| part | leakage, nW | internal [W] | switching, W |
|---|---|---|---|
| Sequential | 0 | 0 | 0 |
| Combinational | 0.823 | 0.000252 | 0.000156 |
| Clock | 0 | 0 | 0 |
| Total | 0.823 | 0.000252 | 0.000156 |
[repair_timing]
item,in CTS,in global routing
buffers inserted,1,0
setup endpoints to repair,7,5
resized,19,3
pin swaps,10,1
[tightest hold or removal path, delay by kind of cell]
| kind | cells | cell delay (ns) |
|---|---|---|
| buf+inv | 3 | 0.77 |
| compound gates | 1 | 0.08 |
[metrics by stage]
| step | instance area (sq um) | setup TNS, ns | worst slack, ns | hold slack (ns) |
|---|---|---|---|---|
| 2_1_floorplan | 1230 | 0 | 0.405 | 2.39 |
| 3_3_place_gp | 1630 | -2.00 | -0.357 | 3.40 |
| 3_5_place_dp | 1630 | -2.29 | -0.399 | 3.40 |
| 4_1_cts | 1670 | 0 | 0.0151 | 3.23 |
| 5_1_grt | 1670 | 0 | 0.0107 | 3.27 |
| 6_report | 1670 | 0 | 0.159 | 3.21 |
[cell type report]
| cell class | count | area, sq um | area share |
|---|---|---|---|
| inverter | 14 | 52.6 | 0.0315 |
| multi-input combinational | 127 | 1010 | 0.606 |
| tap | 46 | 57.6 | 0.0345 |
| timing repair buffer | 61 | 547 | 0.328 |
Power is estimated from default activity; no workload was simulated.
