$ cat run.sh
#!/bin/bash
# OpenROAD 26Q1-2900-gdf79404cd8, Yosys 0.63+post, stock flow scripts
make -C /OpenROAD-flow-scripts/flow DESIGN_CONFIG=/design/flow/config.mk WORK_HOME=/design/flow/orfs finish
$ cat config.mk
export PLATFORM = sky130hd
export DESIGN_NAME = UpDownCounterV3
export DESIGN_NICKNAME = UpDownCounterV3
export VERILOG_FILES = /design/flow/design.v
export SDC_FILE = /design/flow/constraint.sdc
export NUM_CORES = 4
export LEC_CHECK = 1
export CORE_AREA = 10 10 70 70
export DIE_AREA = 0 0 80 80
$ cat constraint.sdc
current_design UpDownCounterV3

set clk_period 2.1
set clk_io_pct 0.2

create_clock -name clk0 -period $clk_period [get_ports {KEY}]

set non_clock_inputs [all_inputs -no_clocks]
set_input_delay [expr $clk_period * $clk_io_pct] -clock clk0 $non_clock_inputs
set_output_delay [expr $clk_period * $clk_io_pct] -clock clk0 [all_outputs]
$ cat design.v
module UpDownCounterV3(KEY, SW, LEDR);
    input [17:0] SW;  
    input [0:0] KEY;
    output reg [1:0] LEDR;
    parameter ZERO = 2'b00;
    parameter ONE = 2'b01;
    parameter TWO = 2'b10;
    parameter THREE = 2'b11;
    reg [1:0] state;
    reg [1:0] next_state;
    always @ (posedge ~KEY[0])
    begin
        case(state)
        ZERO :  if(SW[17] == 1'b1)
                    next_state <= ZERO;
                else if (SW[1] == 1'b1 & SW[0] == 1'b1)
                    next_state <= state + ONE;
                else
                    next_state <= state;
        ONE :   if(SW[17] == 1'b1)
                    next_state <= ZERO;
                else if (SW[1] == 1'b0)
                    next_state <= state;
                else if (SW[1] == 1'b1 & SW[0] == 1'b1)
                    next_state <= state + ONE;
                else if (SW[1] == 1'b1 & SW[0] == 1'b0)
                    next_state <= state - ONE;
        TWO :   if(SW[17] == 1'b1)
                    next_state <= ZERO;
                else if (SW[1] == 1'b0)
                    next_state <= state;
                else if (SW[1] == 1'b1 & SW[0] == 1'b1)
                    next_state <= state + ONE;
                else if (SW[1] == 1'b1 & SW[0] == 1'b0)
                    next_state <= state - ONE;
        THREE : if(SW[17] == 1'b1)
                    next_state <= ZERO;
                else if (SW[1] == 1'b0)
                    next_state <= state;
                else if (SW[1] == 1'b1 & SW[0] == 1'b1)
                    next_state <= state;
                else if (SW[1] == 1'b1 & SW[0] == 1'b0)
                    next_state <= state - ONE;
        endcase
    end
    always @ *
    begin
        state = next_state;
        LEDR[0] = (state[1] & ~state[0]) | (state[1] & state[0]);
        LEDR[1] = (~state[1] & ~state[0]) | (state[1] & state[0]);
    end
endmodule
==> README.md <==
| Result | Value | Unit |
|:---|:---|:---|
| CTS tree | built | - |
| Max FFs per register | 2 | - |
| Post-detailed-route DRC marker count | 0 | - |
| Pre-CTS WS | -0.644 | ns |
| Data required, critical path | 1.68 | ns |
| Start of the worst register-to-register path | next_state[1]$_DFFE_NP_ | - |
| Share of total power in combinational logic | 0.718 | - |
| Share of total power consumed by net switching | 0.347 | - |
| Number of max-capacitance violations reported | 0 | - |
| Final Hold Fails | 0 | - |
| Die y size | 80 | um |
| P_sw | 0.212 | mW |
| Unrepaired setup endpoints after global routing | yes | - |
| Synthesized instance count | 27 | - |
| Area of the core region | 3420 | um2 |
| Sequential element share of the synthesized area | 0.274 | - |
| Count of input and output buffers | 5 | - |
| Pin count of the biggest net entering global routing | 8 | - |
| Ratio of routed vias to standard cells | 2.97 | - |
| Number of buffer and inverter instances along the worst setup path | 2 | - |
| TritonCTS Buffers | 3 | - |
| Registers with the most flip-flops | next_state: 2 flops | - |
| Late-Pin Clk Latency | 0.26 | ns |
| Cell taking the most area after synthesis | edfxtp_1 | - |
| Sequential fraction of design power | 0.136 | - |
| Worst Path Class, Setup | flop to output pin | - |
| CTS Buffer Depth | 2 | - |
| Core utilization of the finished layout | 0.138 | - |
| Worst Clk Skew | 0.00441 | ns |
| Number of global-route vias before repair | 279 | - |
| Placer Congestion | 0.720 | - |
| Largest stage delay on the critical path | 0.41 | ns |
| Count of instantiated cells in the yosys netlist | 27 | - |
| Cell Type Count | 18 | - |
| Top cell excl fill/tap | buf_4 | - |
| Sequence of cells on the critical path | buf_4 -> ha_4 -> or2_4 -> buf_2 | - |
| Die extent in x | 80 | um |
| Number of antenna repair diodes | 0 | - |
| Via count | 279 | - |
| Most numerous logic cells after layout | 11 x buf_4, 4 x inv_1, 3 x ha_4, 3 x clkbuf_4, 3 x buf_2 | - |
| Site Rows | 21 | - |
| Worst setup margin | -0.677 | ns |
| Max-Slew Margin vs Limit | 0.851 | - |
| Clock slew at reported path FFs | 0.03 | ns |
| Worst hold margin | 0.835 | ns |
| Antenna violations before repair | 0 | - |
| Worst Max-Slew Pin Slew | 0.222 | ns |
| Detailed placement HPWL | 457 | um |
| Cell at the slowest stage of the critical path | edfxtp_1 | - |
| Core utilization at floorplan | 0.0641 | - |
| CP top delay family | flip-flops | - |
| Leakage power figure | 0.202 | nW |
| Synth area leaders | edfxtp_1 27%, ha_1 17%, inv_1 10%, o21ai_0 4.6%, a211o_1 4.0% | - |
| Register containing the most flip-flops in the final layout | next_state | - |
| Hold buffer count at cts | 0 | - |
| Die Area | 6400 | um2 |
| Worst vdd ir | 0.000217 | V |
| Result of the run | finished with violations | - |
| Clock Tree Root | clkbuf_4 | - |
| Final Setup Violations | 2 | - |
| Total global routing track utilization | 0.0215 | - |
| Yosys warning tally | 1 | - |
| Antenna-violating nets left | 0 | - |
| Count of clock tree sinks | 2 | - |
| Count of TritonRoute iterations in the first routing pass | 4 | - |
| Critical path fanouts, max | 3 | - |
| H-tree levels | 1 | - |
| CP startpoint | next_state[1]$_DFFE_NP_ | - |
| Total congestion overflow after global routing | 0 | - |
| Kind of start point of the critical path | flop | - |
| Clock share of power | 0.146 | - |
| Top-area cell type share of the netlist area | 0.274 | - |
| Post-synthesis cell area | 219 | um2 |
| Mean instance size in the synthesized netlist | 8.11 | um2 |
| Total power | 0.609 | mW |
| Sum of routed wire length over all layers | 665 | um |
| Startpoint of the lowest-slack hold path | next_state[0]$_DFFE_NP_ | - |
| Post-synthesis register bit count | 2 | - |
| Global-route wire length before repair | 1150 | um |
| Num ports | 21 | - |
| Setup TNS | -1.23 | ns |
| Int Power | 0.398 | mW |
| Kind of end point of the critical path | output pin | - |
| Data arrival time of the critical path | 2.36 | ns |
| Final-report max-slew violation count | 0 | - |
| Failing checks | setup timing | - |
| DR WL/cell | 7.07 | um |
| Number of logged tool warnings | 70 | - |
| Chip area from the yosys synthesis statistics | 219 | um2 |
| DR iter-0 viols | 27 | - |
| Share of post-route cells with drive strength above 1 | 0.563 | - |
| Synthesis-to-finish area growth | 115 | % |
| Class of the tightest hold or removal check | flop to flop | - |
| PwrDens | 1300 | nW/um2 |
| Filler cell count | 394 | - |
-- worst reg2reg max path, stage by stage, from the launching register on --
cell and delay, ns:
edfxtp_1 0.41, buf_4 0.16, ha_4 0.15, buf_4 0.14
and2_4 0.15, a21oi_1 0.12, a211o_1 0.17
-- kinds of logic (layout without fill, tap and decap cells) --
group / count (synthesis) / in the layout / synth area share
AND/OR/NAND/NOR: 7 / 7 / 0.166
adder cells (fa/ha/maj): 3 / 3 / 0.171
flip-flops: 2 / 2 / 0.274
AND-OR/OR-AND: 9 / 9 / 0.286
buffers and inverters: 6 / 27 / 0.103
-- power by group through the flow --
stage,registers [mW],clock network [mW],logic (mW)
CTS,0.0827,0.107,0.435
global route,0.0846,0.118,0.487
finish,0.0828,0.0891,0.437
-- area by class of cell --
type                            count  area (um2)  share of cell area
Timing Repair Buffer               17         123               0.261
Tap cell                           46        57.6               0.122
Multi-Input combinational cell     19         179               0.380
Clock inverter                      2        7.51              0.0160
Inverter                            5        21.3              0.0452
Clock buffer                        3        22.5              0.0479
Sequential cell                     2        60.1               0.128
-- cell usage after synthesis, drive strengths merged --
master / number
inv: 6
ha: 3
a21oi: 1
nor3: 1
edfxtp: 2
nor2: 1
a211o: 1
nand3: 1
a221oi: 1
o2bb2ai: 1
and2: 1
nand2b: 1
o22ai: 1
a31oi: 1
or2: 1
o32ai: 1
nand2: 1
o21ai: 2
-- final timing paths --
path                        endpoint  slack [ns]  cells after the start
min          next_state[0]$_DFFE_NP_        0.83                      3
min reg2reg  next_state[0]$_DFFE_NP_        0.83                      3
max                          LEDR[0]       -0.68                      4
max reg2reg  next_state[0]$_DFFE_NP_        0.50                      6
-- per-stage QoR --
step           std cells  area (um2)
6_report              94         470
5_1_grt               94         470
4_1_cts               94         474
3_5_place_dp          82         377
3_3_place_gp          82         377
2_1_floorplan         27         239
-- repair_timing --
action | in CTS | in global routing
pin swaps | 4 | 2
resized | 19 | 2
setup buffers | 8 | 0
endpoints found under the setup margin | 6 | 4
-- metal layers --
metal | track usage | part of all wire | vias to the layer above
li1 | - | - | 140
met1 | 0.0259 | 0.45 | 123
met2 | 0.0257 | 0.34 | 14
met3 | 0.0182 | 0.18 | 2
met4 | 0.0106 | 0.032 | 0
met5 | 0 | 0 | -
Power and IR drop assume default switching activity.
