File: /design/flow/run.sh
#!/bin/bash
# OpenROAD 26Q1-2900-gdf79404cd8, Yosys 0.63+post, stock flow scripts
make -C /OpenROAD-flow-scripts/flow DESIGN_CONFIG=/design/flow/config.mk WORK_HOME=/design/flow/orfs finish
File: /design/flow/config.mk
export PLATFORM = sky130hd
export DESIGN_NAME = UpDownCounterV1
export DESIGN_NICKNAME = UpDownCounterV1
export VERILOG_FILES = /design/flow/design.v
export SDC_FILE = /design/flow/constraint.sdc
export NUM_CORES = 4
export LEC_CHECK = 1
export CORE_AREA = 10 10 70 70
export DIE_AREA = 0 0 80 80
File: /design/flow/constraint.sdc
current_design UpDownCounterV1

set clk_period 1.3
set clk_io_pct 0.2

create_clock -name clk0 -period $clk_period [get_ports {KEY}]

set non_clock_inputs [all_inputs -no_clocks]
set_input_delay [expr $clk_period * $clk_io_pct] -clock clk0 $non_clock_inputs
set_output_delay [expr $clk_period * $clk_io_pct] -clock clk0 [all_outputs]
File: /design/flow/design.v
module UpDownCounterV1(KEY, SW, LEDR);
    input [17:0] SW;  
    input [0:0] KEY;
    output reg [1:0] LEDR;
    reg [1:0] state;
    reg [1:0] next_state;
    always @ (posedge ~KEY[0])
    begin
        next_state[1] <= SW[17] ? 0 : ((~state[1] & state[0] & SW[1] & SW[0]) | (state[1] & ~state[0] & ~SW[1]) 
                                    | (state[1] & ~state[0] & SW[1] & SW[0]) | (state[1] & state[0]));
        next_state[0] <= SW[17] ? 0 : ((~state[1] & ~state[0] & SW[1] & SW[0]) | (~state[1] & state[0] & ~SW[1]) 
                                    | (state[1] & ~state[0] & SW[1] & SW[0]) | (state[1] & ~state[0] & SW[1] & ~SW[0])
                                    | (state[1] & state[0] & ~SW[1]) | (state[1] & state[0] & SW[1] & SW[0]));
    end
    always @ *
    begin
        state = next_state;
        LEDR[0] = (state[1] & ~state[0]) | (state[1] & state[0]);
        LEDR[1] = (~state[1] & ~state[0]) | (state[1] & state[0]);
    end
endmodule 
==> results.rst <==
Implementation results
======================

.. list-table::
   :header-rows: 1

   * - Metric
     - Value
   * - Outcome
     - finished, violations left
   * - Violated checks
     - negative setup slack
   * - Placed cell count
     - approximately 73
   * - Total count of hold-check failures in the final report
     - 0
   * - Total tool warning count
     - roughly 68
   * - Setup crit end kind
     - output pin
   * - Total power
     - 297 µW
   * - Largest logic family
     - adder cells
   * - Pin count of the biggest net entering global routing
     - 5
   * - Worst hold slack
     - between 800 and 900 ps
   * - Cell depth of the worst min-delay path
     - 4
   * - Largest buffer count on any clock path
     - 2
   * - Fraction of post-synthesis cell area in the top cell type by area
     - between 30% and 40%
   * - Transition time of the tightest slew-check pin
     - between 200 and 250 ps
   * - TritonCTS clock tree
     - built
   * - Ys cells
     - 18
   * - Number of rows created at floorplan
     - 21
   * - Setup Viol. Count Final
     - 2
   * - Leading registers by flop count
     - next_state x2
   * - Num ports
     - 21
   * - Sink Count
     - 2
   * - Post-synth EDFFs
     - 0
   * - Setup TNS
     - -1550 ps
   * - Core region area
     - 0.00342 mm²
   * - Number of flip-flops in the largest register
     - 2
   * - Multiplexer fraction of the synthesized cell area
     - 0%
   * - Worst hold-check path type
     - reg -> reg
   * - Die outline height
     - approximately 80 µm
   * - Antenna Diode Count
     - 0
   * - Register with the most flip-flops
     - next_state
   * - Clock buffer count from CTS
     - 3
   * - Post-cts hold buffer count
     - 0
   * - RD Place Congestion
     - 0.577
   * - Worst Setup Path Type
     - reg -> out
   * - Startpoint of the worst register-to-register path
     - next_state[1]$_SDFF_NP0_
   * - Final standard cell utilization of the core
     - a little under an eighth
   * - Crit path required time
     - around 1000 ps
   * - Share of post-route cells with drive strength above 1
     - between 60% and 70%
   * - Maximum fanout encountered on the critical timing path
     - 3
   * - Critical path data arrival time
     - between 1500 and 2000 ps
   * - Number of global-route vias before repair
     - between 200 and 250
   * - Flops & latches, synth
     - 2
   * - Yosys warning count
     - 1
   * - Starting density of the core
     - roughly 4.5%
   * - Total cell area at the placement stage
     - ~310 µm²
   * - Yosys synthesis chip area
     - ~150 µm²
   * - Maximum level of the CTS H-tree
     - 1
   * - Critical Path Source Type
     - flop
   * - Root buf cell
     - sky130_fd_sc_hd__clkbuf_4
   * - Max-cap viol count
     - 0
   * - Worst slew margin relative to its limit
     - between 80% and 90%
   * - AO/OA Area Share
     - between 10 and 15%
   * - Synth Area per Inst
     - between 8 and 9 µm²
   * - Starting DRC count in detailed routing
     - 0
   * - Drt drc
     - 0
   * - Final-report max-slew violation count
     - 0
   * - Non-filler cells, final
     - 81
   * - Post-synthesis sequential area ratio
     - 26.0%
   * - Cell area after technology mapping
     - between 150 and 200 µm²
   * - Horizontal die dimension
     - 80 µm
   * - FF-to-FF End
     - next_state[0]$_SDFF_NP0_
   * - Router iterations before antenna repair
     - 1
   * - Final Instance Area
     - about 400 µm²
   * - Worst min-delay path endpoint
     - next_state[0]$_SDFF_NP0_
   * - Clock slew at the register clock pins of the worst setup and hold paths
     - around 40 ps
   * - Register-to-register path setup slack
     - approximately 50 ps
   * - Die Area
     - between 0.006 and 0.007 mm²
   * - Unrepaired setup endpoints after global routing
     - true
   * - Largest cells by area after synthesis
     - sky130_fd_sc_hd__ha_1 33%, sky130_fd_sc_hd__dfxtp_1 26%, sky130_fd_sc_hd__inv_1 12%
   * - First-pass GRT wire length
     - a little over 900 µm
   * - Worst slack at placement
     - -840 ps
   * - Worst setup skew after layout
     - roughly 3.4 ps
   * - Static power due to leakage
     - 0.163 nW
   * - Asr flop ratio synth
     - 0%
   * - Power Dens Cells
     - 749 mW/mm²
   * - Area fraction in full adders, half adders and majority gates
     - between 30% and 40%
   * - Wirelength, routed
     - around 620 µm
   * - Post-synth top area cell
     - sky130_fd_sc_hd__ha_1
   * - Total congestion overflow
     - 0
   * - Area delta synth->final
     - 158%
   * - Via density per instance
     - 2.42
   * - Leading register cell type out of synthesis
     - sky130_fd_sc_hd__dfxtp_1
   * - Total global-route track usage
     - ~1.8%
   * - Post-detailed-route count of antenna-violating nets
     - 0
   * - Post-synth cell types
     - 9
   * - Per-cell routed wire length
     - roughly 7.6 µm
   * - Final worst setup slack
     - -790 ps
   * - DR vias
     - just under 200
   * - Buffers on Ports
     - 5
   * - Worst hold start
     - next_state[0]$_SDFF_NP0_
   * - Yosys top cell by instances
     - sky130_fd_sc_hd__inv_1
   * - Simple logic cell fraction of the synthesized area
     - 15.4%
   * - Xor/xnor share of the synthesized area
     - 0%
   * - Clock latency (worst-skew pair)
     - about 270 ps
   * - Most frequent cells after synthesis
     - 5 x sky130_fd_sc_hd__inv_1, 4 x sky130_fd_sc_hd__ha_1, 2 x sky130_fd_sc_hd__dfxtp_1, 2 x sky130_fd_sc_hd__nor3_1
   * - Number of instances in the synthesized netlist
     - 18
   * - Post-detailed-placement half-perimeter wirelength
     - 375 µm
   * - Worst Reg-to-Reg Cells
     - 6
   * - Number of antenna violations at the first check in global routing
     - 0
   * - Worst ir drop on vdd
     - approximately 0.12 mV
## critical path: stages (launching register included)
cell                      delay (ps)
sky130_fd_sc_hd__dfxtp_2         330
sky130_fd_sc_hd__buf_4           140
sky130_fd_sc_hd__ha_4            150
sky130_fd_sc_hd__or2_1           190
sky130_fd_sc_hd__buf_2           110
## area by class of cell
type	count	area, µm²
multi-input combinational	11	148
clock buffer	3	22.5
sequential	2	42.5
clock inverter	2	7.51
timing repair buffer	13	101
fill	406	3020
inverter	4	17.5
tap	46	57.6
## kinds of logic after synthesis
logic type,Yosys count
compound gates,3
fa+ha+maj,4
buf+inv,5
flops,2
simple gates,4
## power by group
part | switching [mW] | internal, mW
Combinational | 0.0305 | 0.0437
Sequential | 0.00507 | 0.0669
Clock | 0.0410 | 0.110
Total | 0.0766 | 0.220
## per-layer routing
metal	up-vias	share of wire (%)	GRT usage [%]
li1	93	-	-
met1	93	35	1.72
met2	6	47	2.89
met3	4	13	1.14
met4	0	4.7	1.41
met5	-	0	0
## layout by cell type, fill, tap and decap left out, types with 2 or more instances in the layout
| cell type | n |
|---|---|
| sky130_fd_sc_hd__clkbuf_2 | 2 |
| sky130_fd_sc_hd__clkbuf_4 | 3 |
| sky130_fd_sc_hd__dfxtp_2 | 2 |
| sky130_fd_sc_hd__buf_6 | 2 |
| sky130_fd_sc_hd__inv_1 | 5 |
| sky130_fd_sc_hd__ha_4 | 3 |
| sky130_fd_sc_hd__buf_4 | 6 |
## how the worst max path moves through the flow
stage	startpoint	to
CTS	next_state[1]$_SDFF_NP0_	LEDR[0]
global route	next_state[0]$_SDFF_NP0_	LEDR[0]
finish	next_state[1]$_SDFF_NP0_	LEDR[0]
## repair_timing
item / CTS / global route
pin swaps: 5 / 1
setup buffers: 4 / 0
resized: 16 / 4
endpoints found under the setup margin: 4 / 3
Power and IR drop assume default switching activity.
